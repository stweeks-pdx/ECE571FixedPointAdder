$ cat design/flow/config.mk
export PLATFORM = sky130hd
export DESIGN_NAME = RightShifter
export DESIGN_NICKNAME = RightShifter
export VERILOG_FILES = /design/flow/design.v
export SDC_FILE = /design/flow/constraint.sdc
export NUM_CORES = 4
export LEC_CHECK = 1
export CORE_UTILIZATION = 40
$ cat design/flow/constraint.sdc
current_design RightShifter

set clk_period 5.7
set clk_io_pct 0.2

create_clock -name clk0 -period $clk_period

set non_clock_inputs [all_inputs -no_clocks]
set_input_delay [expr $clk_period * $clk_io_pct] -clock clk0 $non_clock_inputs
set_output_delay [expr $clk_period * $clk_io_pct] -clock clk0 [all_outputs]
$ cat design/flow/design.v
module RightShifter(In, ShiftRightEnable, ShiftRightAmount, Out);
parameter N=48;
parameter M=64;
localparam DIFF = M - N;
localparam MAX_SHIFT_WIDTH = $clog2(N);
input [N-1:0] In;
input [MAX_SHIFT_WIDTH-1:0] ShiftRightAmount;
input ShiftRightEnable;
output [N-1:0] Out;
logic [DIFF-1:0] FillIn, FillOut;
logic [M-1:0] Temp [MAX_SHIFT_WIDTH + 1];
genvar i;
assign FillIn = '0;
assign Temp[0] = {FillIn, In};
generate
	for(i=0; i<MAX_SHIFT_WIDTH; i++)
		assign Temp[i+1] = (ShiftRightAmount[i]) ? (Temp[i] >> 2**i) : Temp[i];
endgenerate
assign {FillOut, Out} = (ShiftRightEnable) ? Temp[MAX_SHIFT_WIDTH] : {FillIn, In};
endmodule
$ cat design/flow/run.sh
#!/bin/bash
# OpenROAD 26Q1-2900-gdf79404cd8, Yosys 0.63+post, stock flow scripts
make -C /OpenROAD-flow-scripts/flow DESIGN_CONFIG=/design/flow/config.mk WORK_HOME=/design/flow/orfs finish
==> run_results.csv <==
group,metric,value,unit
placement,globalplace.congestion,1.01,
logic_synthesis,yosysTopAreaCell,"sky130_fd_sc_hd__mux4_2",
die,vertical_die_dimension,103,um
final_layout,final_layout_top_logic_cell,"sky130_fd_sc_hd__clkdlybuf4s50_1",
global_routing,grt_start_max_net_pins,46,
global_routing,global_route.overflow_total,0,
global_routing,grt_first_pass_wirelength,30.2,mm
run,max_cap_viol_count,0,
worst_setup_path,setup.worst_path.start_class,"primary input",
logic_synthesis,ys_warn_count,2,
drt,wirelength_met1,7.86,mm
power,power.share.clock,0,%
die,die_width,103,um
power,p_sw_share,53.1,%
logic_synthesis,yosys-stat-area,4110,sq um
worst_setup_path,critPathMaxFanout,43,
worst_setup_path,timing.setup.critical_path_class,"in2out",
power,p_leak,1.89,nW
worst_setup_path,critPathArrivalTime,3.98,ns
final_layout,commonest_cells_after_routing_fill_and_taps_aside,"99 x sky130_fd_sc_hd__clkdlybuf4s50_1, 60 x sky130_fd_sc_hd__nand2_1, 59 x sky130_fd_sc_hd__mux2i_1, 55 x sky130_fd_sc_hd__mux4_2, 26 x sky130_fd_sc_hd__buf_4",
worst_setup_path,critical-path-top-cell-by-count,"sky130_fd_sc_hd__buf_4",
power,power_per_cell_area,100,nW/um^2
drt,highest_layer,"met4",
power,power.sequential.fraction,0,%
hold_path,worstHoldPathType,"in2out",
run,log.warning_count,32,
drt,route.detailed.wl_per_inst,29.3,um
drt,detailroute.wirelength.met3,2.65,mm
power,power_switching,0.276,mW
final_layout,post-route-util,52.4,%
worst_setup_path,critPathMaxStageDelay,0.55,ns
final_layout,share_of_post_route_cells_with_drive_strength_above_1,18.5,%
timing,clock.fmax,0.195,GHz
worst_setup_path,kind_of_end_point_of_the_critical_path,"primary output",
final_layout,flop_area,0,sq um
logic_synthesis,post-synth-top-area-fraction,30.2,%
final_layout,flops,0,
logic_synthesis,top_cells_by_area,"sky130_fd_sc_hd__mux4_2 30%, sky130_fd_sc_hd__mux2i_1 14%, sky130_fd_sc_hd__nand2_1 5.5%",
drt,post-route-drc-count,0,
drt,finalWirelength,20.3,mm
placement,place.port_buffers,103,
drt,ant_nets,0,
power,pwr-share-comb,100.0,%
power,vdd_drop_max,0.0637,mV
final_layout,clkbuf_count,0,
timing,timing.max_slew.rel_slack,37.4,%
timing,finalClockPeriodUsage,89.9,%
logic_synthesis,post_synthesis_cell_area,4110,sq um
logic_synthesis,post_synth_inst_count,488,
logic_synthesis,synth.yosys.num_cells,488,
placement,dp.final_hpwl,15.3,mm
status,status,"complete, no violations",
timing,setup-violations-final,0,
die,rows,36,
timing,worst_pin_slew,0.938,ns
drt,insertedDiodeCount,0,
worst_setup_path,critPathSlowestCell,"sky130_fd_sc_hd__mux4_2",
worst_setup_path,critical-path-top-delay-family,"buffers and inverters",
final_layout,n_fill_cell,917,
drt,dr_total_vias,4978,
timing,finalMaxSlewViolations,0,
worst_setup_path,cp_buf_inv_count,3,
drt,drt-initial-drc-count,373,
timing,fin_crit,5.12,ns
die,initial_utilization,41.6,%
timing,setup-tns-final,0,ns
global_routing,number_of_global_route_vias_before_repair,5042,
die,pin_count,103,
final_layout,layout_area_overhead,26.0,%
clock_tree,cts_resized,0,
logic_synthesis,netlist-cell-type-count,59,
timing,timing_hold_violations_final,0,
worst_setup_path,required,4.56,ns
drt,post_drt_via_cell_ratio,7.17,
power,internal_power,0.243,mW
global_routing,antenna_violations_before_repair,0,
timing,rsz0062_at_grt,"false",
die,placeableCoreArea,9860,sq um
drt,first_pass_iters,5,
die,die_area,10700,sq um
logic_synthesis,yosys.stat.seqShare,0,%
clock_tree,postCtsSetupBuffers,0,
global_routing,globalRouteTotalUtil,40.7,%
clock_tree,cts_hold_repair.buffers,0,
logic_synthesis,postSynthAreaPerCell,8.41,sq um
drt,met2_length,8.97,mm
worst_setup_path,crit_chain,"buf_4 -> buf_4 -> mux4_2 -> mux2_2 -> a22oi_1 -> o22a_1 -> nand3_1 -> clkdlybuf4s50_1",
## power by group through the flow
stage         logic (mW)  clock network, mW  registers, mW
CTS                0.506                  0              0
global route       0.548                  0              0
finish             0.519                  0              0
## stage by stage
stage	hold WS, ns	power [mW]	std cells	instance area [sq um]	setup WS (ns)
global placement	3.30	0.506	694	5170	0.584
floorplan	2.34	0.285	488	4110	1.82
global route	3.37	0.548	694	5170	0.371
CTS	3.30	0.506	694	5170	0.561
finish	3.30	0.519	694	5170	0.575
detailed placement	3.30	0.504	694	5170	0.560
## cell families after synthesis
group                  count (synthesis)  share of synthesized area [%]
and+or+nand+nor                      139                           15.3
muxes                                127                           48.2
buffers and inverters                 71                           8.78
AOI/OAI and AO/OA                    151                           27.7
## metal layers
layer	GRT usage [%]	up-vias
met1	54.5	2392
li1	-	2128
met4	15.1	0
met5	0	-
met3	15.1	61
met2	61.2	397
## final timing paths
kind | from | endpoint | slack [ns] | depth (start not counted)
min | In[46] | Out[46] | 3.30 | 3
max | ShiftRightAmount[0] | Out[1] | 0.58 | 8
## worst min-delay path, stage by stage
cell,delay [ns]
sky130_fd_sc_hd__clkdlybuf4s50_1,0.46
sky130_fd_sc_hd__o2bb2ai_1,0.15
sky130_fd_sc_hd__clkdlybuf4s50_1,0.41
## synthesized netlist by cell type, types with 7 or more instances
master / n
sky130_fd_sc_hd__inv_1: 13
sky130_fd_sc_hd__o22ai_1: 11
sky130_fd_sc_hd__mux2i_1: 59
sky130_fd_sc_hd__clkbuf_1: 31
sky130_fd_sc_hd__nand2_1: 60
sky130_fd_sc_hd__o211ai_1: 8
sky130_fd_sc_hd__o21ai_0: 13
sky130_fd_sc_hd__nand3_1: 14
sky130_fd_sc_hd__mux4_2: 55
sky130_fd_sc_hd__or3_1: 7
sky130_fd_sc_hd__o2bb2ai_1: 16
sky130_fd_sc_hd__a21oi_1: 18
sky130_fd_sc_hd__buf_2: 10
sky130_fd_sc_hd__nor3_1: 9
sky130_fd_sc_hd__mux2_2: 11
sky130_fd_sc_hd__nor2_1: 25
sky130_fd_sc_hd__o221ai_1: 19
sky130_fd_sc_hd__o21ai_1: 8
## final cells by class
type | count | area (sq um) | share of cell area, %
multi-input combinational | 417 | 3740 | 72.4
tap | 133 | 166 | 3.22
inverter | 16 | 60.1 | 1.16
timing repair buffer | 128 | 1200 | 23.2
Power figures rest on the tool's default switching activity, not on a simulated workload.
