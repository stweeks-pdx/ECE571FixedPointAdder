### ./constraint.sdc
current_design bigalu

set clk_period 22.8
set clk_io_pct 0.2

create_clock -name clk0 -period $clk_period

set non_clock_inputs [all_inputs -no_clocks]
set_input_delay [expr $clk_period * $clk_io_pct] -clock clk0 $non_clock_inputs
set_output_delay [expr $clk_period * $clk_io_pct] -clock clk0 [all_outputs]
### ./config.mk
export PLATFORM = sky130hd
export DESIGN_NAME = bigalu
export DESIGN_NICKNAME = bigalu
export VERILOG_FILES = /design/flow/design.v
export SDC_FILE = /design/flow/constraint.sdc
export NUM_CORES = 4
export LEC_CHECK = 1
export CORE_UTILIZATION = 30
### ./run.sh
#!/bin/bash
# OpenROAD 26Q1-2900-gdf79404cd8, Yosys 0.63+post, stock flow scripts
make -C /OpenROAD-flow-scripts/flow DESIGN_CONFIG=/design/flow/config.mk WORK_HOME=/design/flow/orfs finish
### ./design.v
module bigalu(FracA, FracB, SignA, SignB, Result, ccc, ccz, ccv, ccn);
parameter N = 24;
localparam MSB = N - 1;
input [MSB:0] FracA, FracB;
input SignA, SignB;
output [MSB:0] Result;
output ccc, ccz, ccv, ccn;
logic [N:0] FracA2sC, FracB2sC, InvResult;
logic [N+1:0] AddendA, AddendB;
logic [MSB:0] MidResult;
logic cb;
assign FracA2sC = ~{1'b0, FracA} + 1'b1;
assign FracB2sC = ~{1'b0, FracB} + 1'b1;
mux #(N+2) mA({SignA,FracA2sC}, {2'b0,FracA}, SignA, AddendA);
mux #(N+2) mB({SignB,FracB2sC}, {2'b0,FracB}, SignB, AddendB);
assign {ccn, cb, MidResult} = 26'(AddendA) + 26'(AddendB);
assign ccz = ({ccn, ccc, MidResult} == 0);  
assign ccv = (ccn != AddendA[N]) && (AddendA[N] == AddendB[N]);
assign ccc = (ccn) ? InvResult[N] : cb;
assign InvResult = ~{cb, MidResult} + 1'b1;
assign Result = (ccn ? InvResult : MidResult);
endmodule
module mux(A, B, S, Y);
parameter BITS = 23;
localparam MSB = BITS - 1;
input [MSB:0] A, B;
input S;
output [MSB:0] Y;
assign Y = (S ? A : B);
endmodule
==> flow_metrics.env <==
# flow metrics
export IMPL_grt_max_degree=29
export IMPL_topCellsByArea="xnor2_1 20%, ha_1 11%, nand2_1 6.5%"
export IMPL_min_period_ns=14.40
export IMPL_power_leakage_nw=1.40
export IMPL_drv_cap=0
export IMPL_common_cells="72 x xnor2_1, 55 x nand2_1, 32 x o21ai_0, 28 x ha_1, 22 x nor2_1"
export IMPL_slew_limit_headroom=0.422
export IMPL_fin_crit_sh=0.632
export IMPL_fp_dieH_um=105
export IMPL_crit_start="FracA[2]"
export IMPL_fp_utilization=0.308
export IMPL_crit_chain="clkdlybuf4s50_1 -> nor3_1 -> nand3_1 -> or3_1 -> nand3b_1 -> or4_1 -> o31ai_1 -> xnor2_1 -> ha_1 -> nand2_1 -> o21ai_0 -> a21o_1 -> a211o_1 -> a2111oi_0 -> a211oi_4 -> buf_4 -> nor4bb_1 -> clkdlybuf4s50_1"
export IMPL_grt_use_total=0.155
export IMPL_endpoint="ccz"
export IMPL_ys_cells=451
export IMPL_warnings=32
export IMPL_antenna_found_initial=0
export IMPL_grt_overflow_total=0
export IMPL_yosysMostFrequentCell="xnor2_1"
export IMPL_status="finished, final reports clean"
export IMPL_ant_nets=0
export IMPL_antennaDiodeCount=0
export IMPL_cp_arrival_ns=9.84
export IMPL_die_area_um2=11000
export IMPL_syn_avg_cell_area_um2=7.01
export IMPL_ys_types=69
export IMPL_seq_area_um2=0
export IMPL_drv_slew=0
export IMPL_ios=78
export IMPL_fin_tns_setup_ns=0
export IMPL_cp_required_ns=18.24
export IMPL_critPathMaxFanout=28
export IMPL_crit_top_cell="clkdlybuf4s50_1"
export IMPL_flop_count=0
export IMPL_fillers=1056
export IMPL_num_vias=3413
export IMPL_hold_ws_ns=10.29
export IMPL_row_count=37
export IMPL_power_total_w=0.000232
export IMPL_first_iter_violations=171
export IMPL_critPathMaxStageDelay_ns=0.66
export IMPL_syn_inst=451
export IMPL_port_buffers=78
export IMPL_yosys_area_um2=3160
export IMPL_yosysTopAreaCell="xnor2_1"
export IMPL_drc=0
export IMPL_dr_pass1_iters=5
export IMPL_grt_pass1_wl_um=14500
export IMPL_pwr_density_cell_nw_per_um2=57.5
export IMPL_yosysTopAreaCellShare=0.199
export IMPL_setup_viol=0
export IMPL_cp_end_kind="output pin"
export IMPL_n_clock_buffer=0
export IMPL_drive_gt1_frac=0.0450
export IMPL_max_vdd_ir_drop_mv=0.0204
export IMPL_core_area_um2=10300
export IMPL_grt_pass1_vias=3116
export IMPL_wire_per_inst_um=12.9
export IMPL_routed_wl_um=8370
export IMPL_cts_hold_buffers=0
export IMPL_synth_yosys_warnings=0
export IMPL_postSynthSeqShare=0
export IMPL_viasPerCell=5.28
export IMPL_hp_class="input port to output pin"
export IMPL_dp_hpwl_um=7350
export IMPL_cts_setup_buffers=0
export IMPL_criticalPathCategory="input port to output pin"
export IMPL_die_w_um=105
export IMPL_hold_viol=0
export IMPL_fin_ws_ns=8.40
export IMPL_rsz0062_at_grt="no"
export IMPL_tightest_slew_ns=0.845
export IMPL_cts_resized=0
export IMPL_crit_slowest_cell="a2111oi_0"
export IMPL_synth_area_um2=3160
export IMPL_cp_start_kind="input port"
export IMPL_area_growth_pct=27.9
export IMPL_fmax_mhz=69.4
export IMPL_gp_congestion=0.873
export IMPL_pre_cts_ws_ns=8.38
==> power breakdown <==
group          internal [W]  leakage [nW]  switching [W]
sequential                0             0              0
combinational      0.000126          1.40       0.000106
clock                     0             0              0
total              0.000126          1.40       0.000106
==> worst max-delay path, delay by kind of cell <==
family,cells,cell delay [ns]
and+or+nand+nor,7,1.93
AOI/OAI and AO/OA,6,1.63
adders and majority gates,1,0.38
xor gates and xnor gates,1,0.10
buffers and inverters,3,1.23
==> per-stage QoR <==
stage	cells	instance area, µm²	util
after floorplan	451	3160	-
after global placement	647	4040	0.393
after detailed placement	647	4040	0.393
after CTS	647	4040	0.393
after global routing	647	4040	0.393
final	647	4040	0.393
==> cell usage in the layout (no fill, tap or decap), types with 6 or more instances in the layout <==
| master | count |
|---|---|
| a21oi_1 | 17 |
| a21o_1 | 10 |
| o21ai_0 | 32 |
| xnor2_1 | 72 |
| o21a_1 | 6 |
| nand3_1 | 14 |
| nor4_1 | 7 |
| nor2_1 | 22 |
| nor3_1 | 9 |
| clkdlybuf4s50_1 | 78 |
| inv_1 | 9 |
| xor2_1 | 11 |
| ha_1 | 28 |
| or3_1 | 7 |
| and2_1 | 7 |
| nand2_1 | 55 |
| nand2b_1 | 9 |
| o31ai_1 | 19 |
==> kinds of logic after synthesis <==
logic type / Yosys count / synth area share
buf+inv: 29 / 0.0400
simple gates: 162 / 0.261
fa+ha+maj: 29 / 0.117
compound gates: 145 / 0.342
xor+xnor: 83 / 0.230
mux: 3 / 0.0103
==> worst min path at each step <==
| stage | startpoint | endpoint | cells past startpoint |
|---|---|---|---|
| after CTS | FracA[0] | Result[0] | 3 |
| after global routing | FracA[0] | Result[0] | 3 |
| final | FracA[0] | Result[0] | 3 |
==> layer usage <==
metal,global-route usage,part of all wire,vias up
li1,-,-,1814
met1,0.242,0.54,1529
met2,0.246,0.42,70
met3,0.0102,0.038,0
met4,0,0,0
met5,0,0,-
==> area by class of cell <==
type	instances	area [µm²]	area share
repair buffers	80	796	0.197
inverters	9	33.8	0.00836
multi-input cells	422	3040	0.753
well taps	136	170	0.0421
No activity file was given, so power comes from the tool's default toggle rates.
