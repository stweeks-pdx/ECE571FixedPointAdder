<file path="flow/design.v">
module BarrelShifter(In, ShiftAmount, ShiftIn, Out);
parameter N = 32;
localparam nSel = $clog2(N);
localparam MSB = N - 1;
input [N-1:0] In;
input [nSel-1:0] ShiftAmount;
input ShiftIn;
output [N-1:0] Out;
genvar i;
wire [N-1:0] muxOut [nSel:0];
assign muxOut[nSel] = In;
generate
    for(i = nSel; i > 0; i = i - 1)
    begin:MUX
      mux2to1 #(N) mux (.sel(ShiftAmount[i-1]), 
                      .in1({muxOut[i][MSB - ((1 << (i))/2):0], {((1 << (i))/2){ShiftIn}}}), 
                      .in0(muxOut[i]), 
                      .y(muxOut[i-1]));
    end
endgenerate
assign Out = muxOut[0];
endmodule
module mux2to1(sel, in1, in0, y);
parameter N = 32;
input sel;
input [N-1:0] in1, in0;
output [N-1:0] y;
assign y = sel ? in1 : in0;
endmodule
module Normalizer(mantissa, exp, SREn, SLEn, ShiftAmount, normedExp, normedMantissa);
parameter  MANTISSA_N   = 25;
parameter  EXP_N	= 8;
parameter  FILL_TO	= 32;
localparam MANTISSA_MSB = MANTISSA_N - 1;
localparam EXP_MSB      = EXP_N - 1;
localparam FILL_MSB	= FILL_TO - 1;
localparam SHIFT_MSB    = $clog2(FILL_TO) - 1;
input logic [MANTISSA_MSB:0]   mantissa;
input logic signed [EXP_MSB:0] exp;
input logic		       SREn, SLEn;  
input logic  [SHIFT_MSB:0]     ShiftAmount;
output logic [EXP_MSB:0]       normedExp;
output logic [MANTISSA_MSB:0]  normedMantissa;
logic [MANTISSA_MSB:0] rightShiftMantissa, leftShiftMantissa;
logic [FILL_MSB - MANTISSA_N:0] fillIn, fillOut;
logic [SHIFT_MSB:0] LeftShiftAmount;
logic [EXP_MSB:0]   incrementedExp;
assign fillIn = '0;
assign rightShiftMantissa = mantissa >> 1;
assign LeftShiftAmount = (SLEn) ? ShiftAmount:0;  
BarrelShifter #(.N(FILL_TO)) shiftMantissa({fillIn, mantissa}, LeftShiftAmount, 1'b0, {fillOut, leftShiftMantissa});
assign normedMantissa = (SREn) ? rightShiftMantissa: leftShiftMantissa;
assign normedExp = (SREn) ? exp + 1 : exp - LeftShiftAmount;
endmodule
</file>
<file path="flow/run.sh">
#!/bin/bash
# OpenROAD 26Q1-2900-gdf79404cd8, Yosys 0.63+post, stock flow scripts
make -C /OpenROAD-flow-scripts/flow DESIGN_CONFIG=/design/flow/config.mk WORK_HOME=/design/flow/orfs finish
</file>
<file path="flow/config.mk">
export PLATFORM = sky130hd
export DESIGN_NAME = Normalizer
export DESIGN_NICKNAME = Normalizer
export VERILOG_FILES = /design/flow/design.v
export SDC_FILE = /design/flow/constraint.sdc
export NUM_CORES = 4
export LEC_CHECK = 1
export CORE_AREA = 10 10 114 114
export DIE_AREA = 0 0 124 124
</file>
<file path="flow/constraint.sdc">
current_design Normalizer

set clk_period 7.7
set clk_io_pct 0.2

create_clock -name clk0 -period $clk_period

set non_clock_inputs [all_inputs -no_clocks]
set_input_delay [expr $clk_period * $clk_io_pct] -clock clk0 $non_clock_inputs
set_output_delay [expr $clk_period * $clk_io_pct] -clock clk0 [all_outputs]
</file>
==> results_slide.txt <==
Synthesis and Place & Route Summary

Worst setup path
  – Worst-path maximum fanout: 15
  – Crit path required time: 6.16 ns
  – Worst setup SP type: input port
  – Critical Path End Type: primary output
  – WS Path Type: in2out
  – WP data arrival: a little over 5 ns

Synthesis
  – Post-Synthesis Cells: about 330
  – Synth top cell by count: nand2_1
  – Yosys top cell by area: and4b_1
  – Cells in synth_stat.txt: around 330
  – Yosys stat area: between 2000 and 2500 um2
  – Seq/Total Area, Yosys: 0
  – Synth warn: 1
  – Top cells, area: and4b_1 (7.4%), nand2_1 (5.9%), a21oi_1 (4.4%)
  – Top cells by count: nand2_1 (34), a21oi_1 (19), nor2_1 (19), o21ai_0 (19), and4b_1 (16)
  – Share of the synthesized area in the top cell type: 0.0745
  – Mean Syn Cell Area: around 6.6 um2
  – Netlist cell types: around 58
  – Synth Cell Area: about 2200 um2

Placed design
  – Area after DPL: slightly below 3000 um2
  – Detailed Place HPWL: approximately 8300 um
  – Final Wtd Congestion: ~1
  – Port Buf Inserts: between 70 and 80
  – Placed cell count: 510

Final layout
  – Post-route insts no fill: between 500 and 600
  – Fin area: about 3000 um2
  – # clk buffers: 0
  – Area delta synth->final: 36.9%
  – Flip-flops: 0
  – Total area of sequential cells: 0 um2
  – Layout cells sized above 1: 0.0294

Pwr
  – Leakage: around 1.1 nW
  – Pwr Density: 67.3 nW/um2
  – Worst vdd ir: between 0.02 and 0.03 mV

Die
  – Die Y: between 100 and 150 um
  – Die extent in x: ~120 um
  – Die area: 15400 um2
  – Floorplan core area: 10400 um2
  – Num rows: 37
  – I/O pins: between 70 and 80
  – Floorplan core density: 0.206

Timing
  – Worst Max-Slew Pin Slew: 0.786 ns
  – Cycle use final: 0.870
  – Fin. Hold Viols: 0
  – Slew HR: 0.462
  – RSZ-0062 raised after global routing: no
  – Max Freq: around 0.15 GHz
  – Setup TNS: 0 ns
  – Max-slew violations: 0
  – Final setup violation count: 0
  – Crit path time final: 6.70 ns

Drt
  – Ant. Diodes: 0
  – Routed len/inst: about 21 um
  – Vias: 2935
  – DRC: 0
  – Post-route met1 wirelength: 4400 um
  – Top sig layer: met4
  – Routed wire length: approximately 11000 um
  – Drt pass-1 iters: 5
  – Vias/cell: 5.75
  – Initial drt markers: a little under 300
  – Met3 wire len: about 1100 um
  – Routed wl met2: about 4800 um
  – Final ANT Viol Nets: 0

Hold path
  – HP Class: in2out
  – Hold worst-path end: normedMantissa[22]
  – Min-delay src: mantissa[23]
  – WHS Path Cells: 4

GRT
  – Initial antenna violation count: 0
  – Vias in the first global route: just under 3000
  – GR Overflow Total: 0
  – First-pass GRT wire length: around 16000 um
  – Largest net degree at the start of global routing: between 40 and 50
  – GRT Total Usage: 0.133

Clocking
  – Post-CTS Setup Bufs: 0
  – CTS resizes: 0
  – CTS Hold Bufs: 0

Run
  – Max-cap viol count: 0
  – Stage-log warning count: 32

Status
  – Status: finished clean
cell type report:
class / instances / area (um2)
Tap cell: 136 / 170
Timing Repair Buffer: 78 / 768
Multi-Input combinational cell: 281 / 1950
Inverter: 15 / 56.3
Fill cell: 1129 / 7470
how the worst max path moves through the flow:
stage	cells after the start	endpoint	slack, ns	startpoint
after CTS	12	normedExp[6]	1.02	ShiftAmount[0]
after global routing	12	normedExp[6]	0.79	ShiftAmount[0]
final	12	normedExp[6]	1.0	ShiftAmount[0]
power by group:
part	leakage, nW	internal, mW	switching (mW)
sequential	0	0	0
combinational	1.07	0.0985	0.0997
clock	0	0	0
per-layer routing:
metal / GRT usage / vias up
li1: - / 1397
met5: 0 / -
met2: 0.213 / 173
met4: 0.0460 / 0
met1: 0.173 / 1334
met3: 0.0285 / 31
critical path, stage by stage:
cell	delay (ns)
clkdlybuf4s50_1	0.67
and2_1	0.49
nor2_1	0.33
inv_2	0.18
ha_1	0.25
fa_1	0.40
a21o_1	0.17
a21oi_1	0.22
o21bai_1	0.09
a21oi_1	0.18
xnor2_1	0.14
clkdlybuf4s50_1	0.50
cells in the final DEF (no fill, tap or decap), types with 5 or more instances in the layout:
cell type        synthesis  routed
nand2_1                 34      34
and4b_1                 16      16
a211oi_1                11      11
a21oi_1                 19      19
a22oi_1                  7       7
a221oi_1                 9       9
clkdlybuf4s50_1          0      73
nor3b_1                  5       5
inv_1                   12      12
a31oi_1                  9       9
a211o_1                  5       5
o211ai_1                10      10
o21ai_0                 19      19
nor3_1                  12      12
mux2i_1                  5       5
nor2b_1                  7       7
ha_1                     7       7
xnor2_1                  7       7
nor2_1                  19      19
a311oi_1                 7       7
o22ai_1                  5       5
buf_4                    2       5
per-stage QoR:
step                utilization  hold WS (ns)  setup slack, ns  power (mW)
floorplan                     -          3.14             2.62      0.0972
global placement          0.283          4.07             1.14       0.199
detailed placement        0.283          4.08             1.03       0.196
CTS                       0.283          4.09             1.02       0.197
global route              0.283          4.13            0.787       0.216
finish                    0.283          4.06            0.999       0.198
cells by family (layout without fill, tap and decap cells):
group                    count (synthesis)  in the layout  share of synthesized area
AND/OR/NAND/NOR                        119            119                      0.319
XOR/XNOR                                 9              9                     0.0367
adder cells (fa/ha/maj)                  8              8                     0.0500
buffers and inverters                   45             93                     0.0937
multiplexers                             6              6                     0.0337
AND-OR/OR-AND                          139            139                      0.467
No activity file was given, so power comes from the tool's default toggle rates.
